==> design/flow/design.v <==
module Hamming_Decoder(
input clk1,
input clk2,
input s_in,
input reset,
output s_out
);
wire [6:0] parallel_in;
ShiftRegister #(.WIDTH(7)) 
reg_in(
.clk(clk1),
.reset(0),
.write(0),
.shift(1),
.serial_in(s_in),
.data_in(0),
.data_out(parallel_in)
);
wire [3:0] parallel_out;
decoder dec(
.data_in(parallel_in),
.data_out(parallel_out)
);
wire countfull;
counter_4bit counter (
.clk(clk2),
.en(1),
.reset(reset),
.full(countfull)
);
ShiftRegister #(.WIDTH(4)) 
reg_out (
.clk(clk2),
.reset(0),
.write(countfull),
.shift(1),
.data_in(parallel_out),
.serial_out(s_out)
);
endmodule
module ShiftRegister
#(
	parameter WIDTH=4
)
(
	input clk,
	input reset,
	input write,
	input shift,
	input[WIDTH-1:0] data_in,
	input serial_in,
	output serial_out,
	output[WIDTH-1:0] data_out
    );
	reg[WIDTH-1:0] data;
	always @(posedge clk)
	begin
		if(reset==1)
			data<=0;
		else if(write==1)
			data<=data_in;
		else if(shift==1) 
			data<={serial_in,data[WIDTH-1:1]};
	end
	assign serial_out=data[0];
	assign data_out=data;
endmodule
module counter_4bit
	#(
	parameter WIDTH=2
	)
	(
	input clk,
	input reset,
	input en,
	output full
    );
 reg[WIDTH-1:0] count;
	 always @(posedge clk)
	 begin
		if(reset==1)
			count<=0;
			else
				if(en==1)
				begin
					count<=count+1;
				end
	 end
	 assign full = (count >= 2'b11)? 1: 0;
endmodule
module decoder(data_in , data_out);
input [6:0] data_in;
output [3:0] data_out;
wire test1;
wire test2;
wire test3;
reg [6:0] tester;
assign test1 = data_in[0] ^ data_in[2] ^ data_in[4] ^ data_in[6];
assign test2 = data_in[1] ^ data_in[2] ^ data_in[5] ^ data_in[6];
assign test3 = ^ data_in[6:3];
always @(*) begin
case({test3, test2, test1})
3'b011: tester = data_in ^ 7'b0000100;
3'b101: tester = data_in ^ 7'b0010000;
3'b110: tester = data_in ^ 7'b0100000;
3'b111: tester = data_in ^ 7'b1000000;
default tester = data_in;
endcase
end
assign data_out = {tester[6:4],tester[2]};
endmodule
==> design/flow/run.sh <==
#!/bin/bash
# OpenROAD 26Q1-2900-gdf79404cd8, Yosys 0.63+post, stock flow scripts
make -C /OpenROAD-flow-scripts/flow DESIGN_CONFIG=/design/flow/config.mk WORK_HOME=/design/flow/orfs finish
==> design/flow/config.mk <==
export PLATFORM = sky130hd
export DESIGN_NAME = Hamming_Decoder
export DESIGN_NICKNAME = Hamming_Decoder
export VERILOG_FILES = /design/flow/design.v
export SDC_FILE = /design/flow/constraint.sdc
export NUM_CORES = 4
export LEC_CHECK = 1
export CORE_AREA = 10 10 70 70
export DIE_AREA = 0 0 80 80
==> design/flow/constraint.sdc <==
current_design Hamming_Decoder

set clk_period 1.0
set clk_io_pct 0.2

create_clock -name clk0 -period $clk_period [get_ports {clk1}]
create_clock -name clk1 -period $clk_period [get_ports {clk2}]

set non_clock_inputs [all_inputs -no_clocks]
set_input_delay [expr $clk_period * $clk_io_pct] -clock clk0 $non_clock_inputs
set_output_delay [expr $clk_period * $clk_io_pct] -clock clk0 [all_outputs]
==> results.ini <==
[floorplanning]
num_io_pins=5
fp.dieH_um=80
rows=21
die_width_um=80
core_mm2=0.00342
chipArea_mm2=0.00640
initial_utilization=0.157

[min_path]
worstHoldPathType=input pin to register
timing.hold.worst.start=s_in

[logic_synthesis]
numSynthFlops=13
ys_seq_frac=0.485
post-synth-top-count-cell=sky130_fd_sc_hd__dfxtp_1
netlist_top_cells_area=sky130_fd_sc_hd__dfxtp_1 (48%), sky130_fd_sc_hd__nand3_1 (6.5%), sky130_fd_sc_hd__xnor2_1 (6.5%), sky130_fd_sc_hd__xor2_1 (6.5%), sky130_fd_sc_hd__a2111o_1 (6.3%)
synthesis.area_per_instance_um2=10.3
area_of_the_mapped_netlist_um2=537
ys_cells=52
edf_count=0
top_area_cell=sky130_fd_sc_hd__dfxtp_1
yosysUniqueCellTypes=15
synth.yosys.chip_area_um2=537
gate_count_post_synth=52
top_cells_by_count=sky130_fd_sc_hd__dfxtp_1 (13), sky130_fd_sc_hd__nand3_1 (7)
synthFlopType=sky130_fd_sc_hd__dfxtp_1
yosys_warnings=12
synthDominantCellAreaShare=0.485
postSynth.asyncResetShare=0

[global_routing]
grt_use_total=0.0349
antenna_violations_before_repair=0
globalRoute.totalOverflow=0
first_global_vias=460
grt_first_pass_wirelength_um=1840
grt_max_degree=7

[power_and_ir_drop]
tot_pwr_mw=1.29
vdd_drop_max_mv=0.450
total_power_per_unit_cell_area_mw_per_mm2=1510
power.leakage_nw=0.324

[sta]
hold_ws_ns=0.390
slew_viol_final=0
tightestPinTransition_ns=0.209
worst_slack_ns=-0.406
rsz_0062_raised_after_global_routing=yes
max-slew-margin-rel=0.860
skew_ns=0.00241
timing_hold_violations_final=0
final-setup-viol-count=4

[routing]
vias_per_cell=3.64
drt_first_pass_iters=4
num_vias=422
maxUsedRoutingLayer=met4
met3RoutedLength_um=54
drc=0
antennaDiodeCount=0
wl_per_cell_um=9.20
route.final.wire_length_um=1070
ant_nets=0
dr.first_iter.drc_count=48
met1Wirelength_um=546
met2_wirelength_um=439

[cts]
clock_tree_from_tritoncts=done
path_clk_slew_ns=0.05
hold_buffer_count_at_cts=0
tritoncts_num_sinks=13

[placed_design]
dp.final_hpwl_um=677
place_worst_setup_slack_ns=-0.464
gpl.final_weighted_congestion=0.814
number_of_port_buffers=3
placedCellCount=106

[job]
max-cap-violations=0
openroad.warnings=29

[critical_path]
critical_path.endpoint_type=register
r2r-start=reg_in.data[2]
setup.worst_path.start=reg_in.data[2]
critical_path_arrival_ns=1.57
r2r_slack_ns=-0.41
path_class=register to register
critical_path.startpoint_type=register
critPathRequiredTime_ns=1.17
critical_path.max_fanout=4

[final_layout]
area_growth_pct=59.7
layoutNonFillerInstCount=116
ratio_of_cells_with_drive_above_1_in_the_final_layout=0.514
finish.utilization=0.251
layout_fillers=375

[run_status]
status=finished with violations
failed_checks=setup timing

-- stage by stage --
step,setup TNS [ns],area [µm²]
final,-1.47,857
after global routing,-1.71,857
after CTS,-1.44,822
after detailed placement,-1.73,674
after global placement,-1.64,674
after floorplan,-1.40,551
-- layout by cell type (no fill, tap or decap), types with 2 or more instances in the layout --
| master | count |
|---|---|
| sky130_fd_sc_hd__a2111o_1 | 3 |
| sky130_fd_sc_hd__a21oi_1 | 3 |
| sky130_fd_sc_hd__buf_4 | 7 |
| sky130_fd_sc_hd__buf_6 | 3 |
| sky130_fd_sc_hd__clkbuf_4 | 6 |
| sky130_fd_sc_hd__clkdlybuf4s50_1 | 2 |
| sky130_fd_sc_hd__dfxtp_1 | 6 |
| sky130_fd_sc_hd__dfxtp_2 | 5 |
| sky130_fd_sc_hd__dfxtp_4 | 2 |
| sky130_fd_sc_hd__inv_1 | 4 |
| sky130_fd_sc_hd__nand2_1 | 3 |
| sky130_fd_sc_hd__nand3_1 | 5 |
| sky130_fd_sc_hd__nand3_2 | 2 |
| sky130_fd_sc_hd__o221ai_1 | 2 |
| sky130_fd_sc_hd__xnor2_2 | 2 |
| sky130_fd_sc_hd__xor2_2 | 3 |
-- state kept, by name, indices dropped and copies added (netlist names) --
name and cells:
reg_in.data 7, counter.count 2, reg_out.data 4
-- worst max-delay path: stages, from the launching register on --
cell and delay [ns]:
sky130_fd_sc_hd__dfxtp_4 0.35, sky130_fd_sc_hd__xnor3_2 0.41, sky130_fd_sc_hd__xor2_2 0.19, sky130_fd_sc_hd__a2111o_1 0.31, sky130_fd_sc_hd__o221ai_2 0.06
-- final timing paths --
kind / depth (start not counted) / to
min in group clk1: 1 / counter.count[0]
max reg2reg: 4 / reg_out.data[0]
min reg2reg: 0 / reg_in.data[2]
max in group clk0: 1 / s_out
min: 1 / reg_in.data[6]
max: 4 / reg_out.data[0]
-- cell type report --
cell class	instances	area, µm²	share of cell area
tap	46	57.6	0.0672
inverter	4	15.0	0.0175
clock buffer	7	48.8	0.0569
timing repair buffer	13	115	0.134
sequential	13	274	0.320
multi-input combinational	33	347	0.404
-- repair_timing --
item / in CTS / in global routing
pin swaps: 6 / 1
endpoints found under the setup margin: 5 / 4
gates resized: 20 / 5
hold endpoints to repair: 0 / 0
buffers inserted: 2 / 1
-- logic make-up after synthesis --
logic type / after synthesis / synth area share
compound gates: 11 / 0.166
buf+inv: 6 / 0.0466
simple gates: 12 / 0.105
flops: 13 / 0.485
fa+ha+maj: 1 / 0.0233
xor+xnor: 9 / 0.175
-- per-layer routing --
metal	vias to the layer above	track usage
li1	217	-
met1	190	0.0455
met2	13	0.0490
met3	2	0.0159
met4	0	0.0141
met5	-	0
-- power breakdown --
part           switching (mW)  total, mW  internal (mW)
Combinational           0.108      0.238          0.130
Sequential             0.0314      0.588          0.556
Clock                   0.178      0.465          0.287
Total                   0.318       1.29          0.973
No activity file was given, so power comes from the tool's default toggle rates.
